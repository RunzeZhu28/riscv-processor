==> design.v <==
module spi(
input clk,
input rst_n,
input [31:0] data_i,
input [31:0] addr_i,
input wr_en_i,
output reg [31:0] data_o,
output reg mosi,
input miso,
output ss,
output reg sck
);
localparam SPI_CTRL = 4'h0;
localparam SPI_DATA = 4'h4;
localparam SPI_STATUS = 4'h8;
reg [31:0] spi_ctrl;
reg [31:0] spi_data;  
reg [31:0] spi_status; 
reg [8:0] clk_cnt;
reg en;
reg [4:0] clk_edge_cnt;
reg clk_edge_level;
reg [7:0] rd_data;
reg done;
reg [3:0] index;
wire [8:0] div_cnt;
assign ss = ~spi_ctrl[3]; 
assign div_cnt = spi_ctrl[15:8];
always@(posedge clk) begin
	if(rst_n == 0) begin
		en <= 0;
	end else if (spi_ctrl[0] == 1) begin
		en <= 1;
	end else if (done == 1) begin
		en <= 1'b0;
	end else begin
		en <= en;
	end
end
always@(posedge clk) begin
	if(rst_n == 1'b0) begin
		clk_cnt <= 9'b0;
	end else if(en == 1'b1) begin
		if(clk_cnt == div_cnt) begin
			clk_cnt <= 9'b0;
		end else begin
			clk_cnt <= clk_cnt + 1'b1;
		end
	end else begin
		clk_cnt <= 9'b0;
	end
end
always@(posedge clk) begin
	if(rst_n === 1'b0) begin
		clk_edge_cnt <= 5'b0;
		clk_edge_level <= 1'b0;
	end else if (en == 1'b1) begin
		if (clk_cnt == div_cnt) begin
			if(clk_edge_cnt == 5'd17) begin
				clk_edge_cnt <= 5'h0;
				clk_edge_level <= 1'b0;
			end else begin
				clk_edge_cnt <= clk_edge_cnt + 1'b1;
				clk_edge_level <= 1'b1;
			end
		end else begin
			clk_edge_level <= 1'b0;
		end
	end else begin
		clk_edge_cnt <= 5'b0;
		clk_edge_level <= 1'b0;
	end
end
always@(posedge clk) begin
	if (rst_n == 1'b0) begin
		sck <= 1'b0;
		rd_data <= 8'b0;
		mosi <= 1'b0;
		index <= 4'b0;
	end else if (en == 1'b1) begin
		if (clk_edge_level == 1'b1) begin
			case (clk_edge_cnt)
				1,3,5,7,9,11,13,15:begin  
					sck <= ~sck;
					if (spi_ctrl[2] == 1'b0) begin  
						rd_data <= {rd_data[6:0],miso};
					end else begin
						index <= index - 1;
						mosi <= spi_data[index];
					end
				end
				2,4,6,8,10,12,14,16:begin  
					sck <= ~sck;
					if (spi_ctrl[2] == 1'b0) begin  
						index <= index - 1;
						mosi <= spi_data[index];
					end else begin
						rd_data <= {rd_data[6:0],miso};
					end
				end
				17: begin
					sck <= spi_ctrl[1];
				end
				default: begin
				end
			endcase
		end else begin
			sck <= spi_ctrl[1];
			if (spi_ctrl[2] == 1'b0) begin
				mosi <= spi_data[7];
				index <= 4'h6;
			end else begin
				index <= 4'h7;
			end
		end
	end
end
always@(posedge clk) begin
	if (rst_n == 1'b0) begin
		done <= 1'b0;
	end else if(en && clk_edge_cnt == 5'd17) begin
		done <= 1'b1;
	end else begin
		done <= 1'b0;
	end
end
always@(posedge clk) begin
	if (rst_n == 1'b0) begin
		spi_ctrl <= 32'h0;
		spi_data <= 32'h0;
		spi_status <= 32'h0;
	end else begin
		spi_status[0] <= en;
		if(wr_en_i == 1'b1) begin
			case(addr_i[3:0])
				SPI_CTRL:begin
					spi_ctrl <= data_i;
				end
				SPI_DATA:begin
					spi_data <= data_i;
				end
				default:begin
				end
			endcase
		end else begin
			spi_ctrl[0] <= 1'b0;
			if (done == 1'b1) begin
				spi_data <= {24'b0, rd_data};
			end
		end
	end
end
always@(*) begin
	if(rst_n == 1'b0) begin
		data_o = 32'b0;
	end else begin
		case(addr_i[3:0])
		SPI_CTRL: begin
			data_o = spi_ctrl;
		end
		SPI_DATA: begin
			data_o = spi_data;
		end
		SPI_STATUS: begin
			data_o = spi_status;
		end
		default:begin
			data_o = 32'b0;
		end
		endcase
	end
end
endmodule
==> run.sh <==
#!/bin/bash
# OpenROAD 26Q1-2900-gdf79404cd8, Yosys 0.63+post, stock flow scripts
make -C /OpenROAD-flow-scripts/flow DESIGN_CONFIG=/design/flow/config.mk WORK_HOME=/design/flow/orfs finish
==> config.mk <==
export PLATFORM = sky130hd
export DESIGN_NAME = spi
export DESIGN_NICKNAME = spi
export VERILOG_FILES = /design/flow/design.v
export SDC_FILE = /design/flow/constraint.sdc
export NUM_CORES = 4
export LEC_CHECK = 1
export CORE_UTILIZATION = 40
==> constraint.sdc <==
current_design spi

set clk_period 6.6
set clk_io_pct 0.2

create_clock -name clk0 -period $clk_period [get_ports {clk}]

set non_clock_inputs [all_inputs -no_clocks]
set_input_delay [expr $clk_period * $clk_io_pct] -clock clk0 $non_clock_inputs
set_output_delay [expr $clk_period * $clk_io_pct] -clock clk0 [all_outputs]
==> out/results.ini <==
[grt]
global_route_wire_length_before_repair_um=21100
antenna_found_initial=0
grt_use_total=0.216
largest_net_degree_at_the_start_of_global_routing=44
grt_overflow=0
first_global_vias=4065

[route]
drt_drc_violations_left=0
wl_per_cell_um=16.6
route.antenna.remaining_nets=0
num_antenna_cells=0
vias=4306
vias_per_cell=5.62
detailedRoute.firstPassIterationCount=6
wirelength_um=12700
dr.first_iter.drc_count=294

[worst_setup_path]
worst_setup_path_start_kind=input port
slowest_stage=sky130_fd_sc_hd__clkdlybuf4s50_1
critical_path.top_delay_family=buffers and inverters
kind_of_end_point_of_the_critical_path=output pin
worst-endpoint-required_ns=5.28
cp_max_fo=34
critPathArrivalTime_ns=3.42
critPathBufInv=3
cp_cell_sequence=clkdlybuf4s50_1 > nor4_4 > buf_4 > a22oi_1 > nor2_1 > clkdlybuf4s50_1
cp_class=in2out
cpPeakStageDelay_ns=0.53
cpMostUsedCell=sky130_fd_sc_hd__clkdlybuf4s50_1

[floorplan]
initial_core_util=0.412
die_y_size_um=111
io_pins=103
horizontal_extent_of_the_die_um=111
placementRows=39
core_area_um2=11500
chip_area_um2=12300

[final_layout]
nFillCells=1045
drive_above_1_share=0.0690
syn_to_final_growth_pct=24.2
final-instance-count-excl-fill=766

[yosys]
synth.yosys.seq_area_share=0.406
yosys.stat.chipArea_um2=4730
synth.cells.most_frequent=96 x sky130_fd_sc_hd__dfxtp_1, 80 x sky130_fd_sc_hd__nand2_1, 78 x sky130_fd_sc_hd__nor2_1
syn_inst=565
largest_area_cell=sky130_fd_sc_hd__dfxtp_1
syn-mean-instance-area_um2=8.37
synth_cell_types=60
post_synth_instance_area_um2=4730
count_of_synthesis_stage_warnings_from_yosys=1
yosysCellCount=565
ys.flops=96
enable_flop_cells=0
synth_dominant_cell_count=sky130_fd_sc_hd__dfxtp_1
fraction_of_registers_with_async_set_or_reset_after_synthesis=0
top_area_frac=0.406
ranking_of_synthesized_cells_by_area=sky130_fd_sc_hd__dfxtp_1 41%, sky130_fd_sc_hd__a22oi_1 8.7%, sky130_fd_sc_hd__nand2_1 6.3%, sky130_fd_sc_hd__nor2_1 6.2%, sky130_fd_sc_hd__a21oi_1 5.4%
dominantRegCellSynth=sky130_fd_sc_hd__dfxtp_1

[final_timing]
fin_crit_sh=0.718
finalSetupViolations=0
drv_slew=0
timing_worst_slew_pin_value_ns=0.765
setup_total_negative_slack_ns=0
report.final.hold_viol_count=0
slew_headroom=0.485
max_freq_mhz=211
timing.clock.skew_ns=0.00927
period_needed_ns=4.74
rsz0062_at_grt=false

[placed_design]
gpl.final_weighted_congestion=0.841
post-dp-hpwl_um=8100
placement.io_buffers=74
dp_cells=750

[clock_tree]
cts_tree=yes
clk_transition_reported_paths_ns=0.06
htree_num_levels=3
clock-root-buffer=sky130_fd_sc_hd__clkbuf_16
worst_skew_pair_later_pin_latency_ns=0.34
tritoncts_buffers=9
cts.sink_count=96
post-cts-setup-buffers=0
cts_hold_buf=0
clock_path_buffers=2
cts_resized=0

[job]
warnings=57
cap_viol_max_count=0

[pwr]
irDropWorstVdd_mv=0.101
leak_pwr_nw=1.97
powerDensity_nw_per_um2=211

[run_status]
status=finished clean

[worst_hold_path]
min_path_type=reg2reg

-- through the flow --
| stage | total power (W) | setup slack [ns] | utilization | hold WS, ns | instance area [um^2] |
|---|---|---|---|---|---|
| final | 0.00124 | 1.86 | 0.512 | 0.454 | 5870 |
| after global routing | 0.00129 | 1.73 | 0.512 | 0.472 | 5870 |
| after CTS | 0.00125 | 1.86 | 0.512 | 0.455 | 5870 |
| after detailed placement | 0.000675 | 1.89 | 0.483 | 0.447 | 5540 |
| after global placement | 0.000674 | 1.86 | 0.483 | 0.441 | 5540 |
| after floorplan | 0.000634 | 3.01 | - | 0.432 | 4730 |
-- placed cells by master (no fill, tap or decap), types with 4 or more instances in the layout --
| cell type | n |
|---|---|
| sky130_fd_sc_hd__mux2i_1 | 13 |
| sky130_fd_sc_hd__a211oi_1 | 11 |
| sky130_fd_sc_hd__buf_4 | 8 |
| sky130_fd_sc_hd__nor2_1 | 78 |
| sky130_fd_sc_hd__a22oi_1 | 55 |
| sky130_fd_sc_hd__clkdlybuf4s50_1 | 74 |
| sky130_fd_sc_hd__xor2_1 | 15 |
| sky130_fd_sc_hd__and2_1 | 6 |
| sky130_fd_sc_hd__dfxtp_1 | 96 |
| sky130_fd_sc_hd__nor4_1 | 8 |
| sky130_fd_sc_hd__nand2_1 | 80 |
| sky130_fd_sc_hd__inv_1 | 12 |
| sky130_fd_sc_hd__nor2b_1 | 6 |
| sky130_fd_sc_hd__o211ai_1 | 10 |
| sky130_fd_sc_hd__and3_1 | 5 |
| sky130_fd_sc_hd__ha_1 | 8 |
| sky130_fd_sc_hd__nand3_1 | 13 |
| sky130_fd_sc_hd__nor3_1 | 4 |
| sky130_fd_sc_hd__o2111ai_1 | 4 |
| sky130_fd_sc_hd__clkbuf_16 | 9 |
| sky130_fd_sc_hd__a21oi_1 | 50 |
| sky130_fd_sc_hd__nand4_1 | 5 |
-- registers in the layout, summed over array words and instances, names as in the netlist, 4 cells and up --
register	count
spi_data	32
clk_edge_cnt	5
index	4
rd_data	8
clk_cnt	9
spi_ctrl	32
-- metal layers --
metal	wire length, um	up-vias	part of all wire	GRT usage
met1	6190	2052	0.49	0.355
met2	5710	107	0.45	0.311
met5	0	-	0	0
li1	-	2137	-	-
met4	123	0	0.0097	0.0293
met3	654	10	0.052	0.0373
-- kinds of logic (layout without fill, tap and decap cells) --
family | count (synthesis) | in the layout | synth area share
AND/OR/NAND/NOR | 220 | 220 | 0.214
AND-OR/OR-AND | 156 | 156 | 0.239
flip-flops | 96 | 96 | 0.406
buffers and inverters | 53 | 111 | 0.0484
XOR/XNOR | 16 | 16 | 0.0296
multiplexers | 16 | 16 | 0.0410
adder cells (fa/ha/maj) | 8 | 8 | 0.0212
-- tightest hold or removal path: stages, from the launching register on --
cell	delay, ns
sky130_fd_sc_hd__dfxtp_1	0.31
sky130_fd_sc_hd__nand2_1	0.05
sky130_fd_sc_hd__a21oi_1	0.05
-- cell type report --
type / count / area [um^2] / share of cell area
Clock buffer: 12 / 256 / 0.0437
Clock inverter: 4 / 76.3 / 0.0130
Inverter: 13 / 48.8 / 0.00831
Multi-Input combinational cell: 416 / 2590 / 0.441
Sequential cell: 96 / 1920 / 0.327
Tap cell: 143 / 179 / 0.0305
Timing Repair Buffer: 82 / 801 / 0.136
-- power by group --
| part | internal, W | total [W] | switching [W] |
|---|---|---|---|
| registers | 0.000585 | 0.000590 | 0.00000500 |
| clock network | 0.000354 | 0.000577 | 0.000224 |
| logic | 0.0000334 | 0.0000716 | 0.0000382 |
-- final timing paths --
path                                                    from  depth (start not counted)  slack, ns                         to
worst max-delay path                               addr_i[1]                          6       1.86                 data_o[30]
worst max register to register  clk_edge_cnt[0]$_SDFFE_PP0N_                          7       4.26    rd_data[4]$_SDFFE_PN0P_
worst min register to register     spi_ctrl[23]$_SDFFE_PN0P_                          2       0.45  spi_ctrl[23]$_SDFFE_PN0P_
worst min-delay path               spi_ctrl[23]$_SDFFE_PN0P_                          2       0.45  spi_ctrl[23]$_SDFFE_PN0P_
Power and IR drop assume default switching activity.
