### flow/design.v
module gpio(
input clk,
input rst_n,
input wr_en_i,
input [31:0] addr_i,
input [31:0] data_i,
output reg [31:0] data_o,
input [1:0] io_pin_i,
output [31:0] reg_ctrl,
output [31:0] reg_data
);
localparam CTRL = 4'h0;
localparam DATA = 4'h4;
reg [31:0] gpio_ctrl;  
reg [31:0] gpio_data;
assign reg_ctrl = gpio_ctrl;
assign reg_data = gpio_data;
always@(posedge clk) begin
	if(rst_n == 1'b0) begin
		gpio_ctrl <= 0;
		gpio_data <= 0;
	end else if (wr_en_i == 1) begin
		case(addr_i[3:0]) 
			CTRL:begin
				gpio_ctrl <= data_i;
			end
			DATA: begin
				gpio_data <= data_i;
			end
		endcase
	end else begin
		if (gpio_ctrl[1:0] == 2'b10) begin
			gpio_data[0] <= io_pin_i[0];
		end
		if (gpio_ctrl[3:2] == 2'b10) begin
			gpio_data[1] <= io_pin_i[1];
		end
	end
end
always@(*) begin
	if(rst_n == 1'b0) begin
		data_o = 0;
	end else begin
		case(addr_i[3:0])
			CTRL:begin
				data_o = gpio_ctrl;
			end
			DATA:begin
				data_o = gpio_data;
			end
			default:begin
				data_o = 0;
			end
		endcase
	end
end
endmodule
### flow/run.sh
#!/bin/bash
# OpenROAD 26Q1-2900-gdf79404cd8, Yosys 0.63+post, stock flow scripts
make -C /OpenROAD-flow-scripts/flow DESIGN_CONFIG=/design/flow/config.mk WORK_HOME=/design/flow/orfs finish
### flow/config.mk
export PLATFORM = sky130hd
export DESIGN_NAME = gpio
export DESIGN_NICKNAME = gpio
export VERILOG_FILES = /design/flow/design.v
export SDC_FILE = /design/flow/constraint.sdc
export NUM_CORES = 4
export LEC_CHECK = 1
export CORE_UTILIZATION = 50
### flow/constraint.sdc
current_design gpio

set clk_period 11.5
set clk_io_pct 0.2

create_clock -name clk0 -period $clk_period [get_ports {clk}]

set non_clock_inputs [all_inputs -no_clocks]
set_input_delay [expr $clk_period * $clk_io_pct] -clock clk0 $non_clock_inputs
set_output_delay [expr $clk_period * $clk_io_pct] -clock clk0 [all_outputs]
==> flow_results.xml <==
<?xml version="1.0" encoding="UTF-8"?>
<metrics>
  <group name="clocking">
    <metric name="ctsResizeCount" unit="">0</metric>
    <metric name="clock_insertion_delay_worst_skew" unit="ns">0.33</metric>
    <metric name="cts_tree" unit="">built</metric>
    <metric name="clock_sink_count" unit="">64</metric>
    <metric name="clockBufferDepth" unit="">2</metric>
    <metric name="cts_max_level" unit="">3</metric>
    <metric name="post-cts-setup-buffer-count" unit="">0</metric>
    <metric name="clkSlewWorstSetupHoldPaths" unit="ns">0.06</metric>
    <metric name="post_cts_hold_buffer_count" unit="">0</metric>
    <metric name="cts_inserted_buffers" unit="">9</metric>
    <metric name="cell_chosen_for_the_clock_root" unit="">clkbuf_8</metric>
  </group>
  <group name="yosys">
    <metric name="yosysCellCount" unit="">325</metric>
    <metric name="yosysUniqueCellTypes" unit="">14</metric>
    <metric name="postSynthAreaPerCell" unit="µm²">9.07</metric>
    <metric name="synth.yosys.chip_area" unit="µm²">2950</metric>
    <metric name="synth-seq-cells" unit="">64</metric>
    <metric name="synth_warnings" unit="">1</metric>
    <metric name="synth_area" unit="µm²">2950</metric>
    <metric name="syn_inst" unit="">325</metric>
    <metric name="yosys.stat.seqShare" unit="%">43.4</metric>
  </group>
  <group name="floorplan">
    <metric name="row_count" unit="">27</metric>
    <metric name="die_h" unit="µm">78.8</metric>
    <metric name="die-width" unit="µm">78.8</metric>
    <metric name="fp.dieArea" unit="µm²">6210</metric>
    <metric name="initial_core_util" unit="%">52.6</metric>
    <metric name="area_of_the_core" unit="µm²">5610</metric>
    <metric name="design.portCount" unit="">165</metric>
  </group>
  <group name="routing">
    <metric name="remaining_drc_errors" unit="">0</metric>
    <metric name="postRouteWirelength" unit="mm">7.24</metric>
    <metric name="antenna_cells" unit="">0</metric>
    <metric name="wl_per_cell" unit="µm">13.8</metric>
    <metric name="antenna_left" unit="">0</metric>
    <metric name="detail_route.vias_per_cell" unit="">5.22</metric>
    <metric name="first_pass_iters" unit="">6</metric>
    <metric name="drt_iter0_drc" unit="">94</metric>
    <metric name="detailroute.via_count" unit="">2738</metric>
  </group>
  <group name="pwr">
    <metric name="power.density_cell_area" unit="nW/µm²">97.5</metric>
    <metric name="p_leak" unit="nW">1.91</metric>
    <metric name="vdd_drop_max" unit="mV">0.0979</metric>
    <metric name="p_total" unit="mW">0.438</metric>
  </group>
  <group name="critical_path">
    <metric name="cp_data_required_time" unit="ns">9.20</metric>
    <metric name="worst-path-buf-inv" unit="">3</metric>
    <metric name="worstPathArrival" unit="ns">4.29</metric>
    <metric name="reg2reg_setup_slack" unit="ns">10.16</metric>
    <metric name="slowest_delay" unit="ns">0.51</metric>
    <metric name="cp_max_fo" unit="">35</metric>
    <metric name="crit_chain" unit="">clkdlybuf4s50_1 &gt; nor4b_4 &gt; buf_4 &gt; a22oi_1 &gt; nor2b_1 &gt; clkdlybuf4s50_1</metric>
    <metric name="criticalPathCategory" unit="">in -&gt; out</metric>
    <metric name="critical-path-top-delay-family" unit="">buffers and inverters</metric>
    <metric name="cp-start-kind" unit="">primary input</metric>
    <metric name="timing.critical_path.to_type" unit="">output port</metric>
    <metric name="highest_delay_cell_along_the_critical_path" unit="">clkdlybuf4s50_1</metric>
    <metric name="cpMostUsedCell" unit="">clkdlybuf4s50_1</metric>
  </group>
  <group name="run">
    <metric name="timing.max_cap.violations" unit="">0</metric>
    <metric name="tool_warnings" unit="">54</metric>
  </group>
  <group name="outcome">
    <metric name="run_status" unit="">completed</metric>
  </group>
  <group name="sta">
    <metric name="final.setup.tns" unit="ns">0</metric>
    <metric name="finClkSkew" unit="ns">0.00205</metric>
    <metric name="finalMaxSlewViolations" unit="">0</metric>
    <metric name="slew_headroom" unit="%">59.0</metric>
    <metric name="setup_viol" unit="">0</metric>
    <metric name="timing.hold.ws" unit="ns">0.474</metric>
    <metric name="fmaxAchievable" unit="MHz">152</metric>
    <metric name="transition_time_at_the_pin_with_the_least_slew_margin" unit="ns">0.615</metric>
    <metric name="rsz0062_at_grt" unit="">false</metric>
    <metric name="hold_viol_final" unit="">0</metric>
    <metric name="finalClockPeriodUsage" unit="%">57.3</metric>
    <metric name="post-route-min-period" unit="ns">6.59</metric>
  </group>
  <group name="placement">
    <metric name="dp_hpwl" unit="mm">4.73</metric>
    <metric name="place_area" unit="µm²">4320</metric>
    <metric name="io_buffer_count" unit="">136</metric>
    <metric name="gp_congestion" unit="">0.782</metric>
  </group>
  <group name="global_route">
    <metric name="largest_net_degree_at_the_start_of_global_routing" unit="">73</metric>
    <metric name="grt_overflow_total" unit="">0</metric>
    <metric name="initial_antenna_violation_count" unit="">0</metric>
    <metric name="first_global_vias" unit="">2527</metric>
    <metric name="global_route_wire_length_before_repair" unit="mm">11.8</metric>
    <metric name="global_route.usage.total" unit="%">24.4</metric>
  </group>
  <group name="final_layout">
    <metric name="area_growth" unit="%">52.3</metric>
    <metric name="mostFrequentLayoutCell" unit="">clkdlybuf4s50_1</metric>
    <metric name="layout_top_cells_excl_fill_tap" unit="">clkdlybuf4s50_1, nand2_1, mux2i_1, dfxtp_1, nor2b_1</metric>
    <metric name="layout.filler_cells" unit="">387</metric>
    <metric name="fin_util" unit="%">80.1</metric>
    <metric name="drive_gt1_share" unit="%">5.30</metric>
    <metric name="layout.cell_area.non_filler" unit="µm²">4490</metric>
  </group>
  <group name="worst_hold_path">
    <metric name="hp-class" unit="">reg -&gt; reg</metric>
  </group>
</metrics>
-- final timing paths --
kind	from	endpoint	depth (start not counted)
setup / recovery	addr_i[1]	data_o[3]	6
hold / removal	gpio_ctrl[17]	gpio_ctrl[17]	2
setup reg to reg	gpio_ctrl[0]	gpio_data[0]	3
hold reg to reg	gpio_ctrl[17]	gpio_ctrl[17]	2
-- cell usage after synthesis (all sizes together) --
library cell | number | share of area, %
a21oi | 2 | 0.34
nor4b | 1 | 0.81
nor4 | 1 | 0.72
o311ai | 2 | 0.59
a22oi | 32 | 8.1
mux2i | 64 | 22
nand2 | 96 | 12
clkbuf | 15 | 1.9
or4b | 2 | 0.68
dfxtp | 64 | 43
buf | 12 | 2.1
nor2b | 34 | 7.2
-- power by group --
group          total, mW  leakage, nW  switching (mW)  internal [mW]
clock              0.168       0.0886          0.0748         0.0937
sequential         0.228        0.517         0.00277          0.225
combinational     0.0418         1.31          0.0174         0.0244
total              0.438         1.91          0.0949          0.343
-- flip-flops by register name (all words and copies together) (netlist names) --
name / count
gpio_ctrl: 32
gpio_data: 32
-- area by class of cell --
cell class,count,area [µm²],share of cell area [%]
Tap cell,72,90.1,2.01
Timing Repair Buffer,141,1400,31.1
Sequential cell,64,1280,28.5
Multi-Input combinational cell,234,1550,34.5
Clock buffer,14,173,3.84
-- metrics by stage --
step / setup slack, ns / std cells
finish: 4.91 / 525
global route: 4.79 / 525
CTS: 4.91 / 525
detailed placement: 4.92 / 511
global placement: 4.93 / 511
floorplan: 6.12 / 325
-- layer usage --
layer / vias to the layer above / part of all wire, % / track usage (%)
met1: 1285 / 46 / 36.0
met5: - / 0 / 0
met2: 91 / 47 / 39.2
met4: 0 / 0.88 / 2.04
met3: 6 / 6.2 / 5.48
li1: 1356 / - / -
-- cells by family after synthesis --
logic type | share of synthesized area (%)
and+or+nand+nor | 21.7
muxes | 21.7
DFF | 43.4
AOI/OAI and AO/OA | 9.08
buffers and inverters | 4.03
-- tightest hold or removal path, delay by kind of cell (launching register included) --
family | cells | cell delay, ns
muxes | 1 | 0.05
and+or+nand+nor | 1 | 0.06
DFF | 1 | 0.32
No activity file was given, so power comes from the tool's default toggle rates.
