`flow/config.mk`:
```
export PLATFORM = sky130hd
export DESIGN_NAME = uart
export DESIGN_NICKNAME = uart
export VERILOG_FILES = /design/flow/design.v
export SDC_FILE = /design/flow/constraint.sdc
export NUM_CORES = 4
export LEC_CHECK = 1
export CORE_UTILIZATION = 40
```
`flow/constraint.sdc`:
```
current_design uart

set clk_period 6.6
set clk_io_pct 0.2

create_clock -name clk0 -period $clk_period [get_ports {clk}]

set non_clock_inputs [all_inputs -no_clocks]
set_input_delay [expr $clk_period * $clk_io_pct] -clock clk0 $non_clock_inputs
set_output_delay [expr $clk_period * $clk_io_pct] -clock clk0 [all_outputs]
```
`flow/design.v`:
```
module uart(
input clk,
input rst_n,
input wr_en_i,
input [31:0] addr_i,
input [31:0] data_i,
output reg [31:0] data_o,
output reg tx_pin,
input rx_pin
); 
localparam div = 31'd434;  
reg [31:0] uart_ctrl;  
reg [31:0] uart_status;  
reg [31:0] uart_div;  
reg [31:0] uart_rx;  
reg tx_data_valid;
reg [7:0] tx_data;
reg [7:0] rx_data;
reg tx_data_ready;
reg rx_over;
reg [15:0] cycle;
reg [3:0] bit_cnt;
reg [2:0] state;
reg rx_q0;
reg rx_q1;
wire rx_negedge;
reg rx_start;
reg [3:0] rx_clk_edge_cnt;
reg [15:0] rx_div_cnt;
reg [15:0] rx_clk_cnt;
reg rx_clk_edge_level;
localparam UART_CTRL = 8'h0;
localparam UART_STATUS = 8'h4;
localparam UART_DIV = 8'h8;
localparam UART_TXDATA = 8'hc;
localparam UART_RXDATA = 8'h10;
localparam S_IDLE = 3'b001;
localparam S_SEND_BYTE = 3'b010;
localparam S_STOP = 3'b100;
always@(posedge clk) begin
	if (rst_n == 1'b0) begin
		uart_ctrl <= 32'b0;
		uart_status <= 32'b0;
		uart_rx <= 32'b0;
		uart_div <= div;
		tx_data_valid <= 1'b0;
	end else begin
		if (wr_en_i == 1'b1) begin
			case(addr_i[7:0])
				UART_CTRL:begin
					uart_ctrl <= data_i;
				end
				UART_DIV:begin
					uart_div <= data_i;
				end
				UART_STATUS:begin
					uart_status[1] <= data_i[1];
				end
				UART_TXDATA:begin
					if(uart_ctrl[0] == 1'b1 && uart_status[0] == 1'b0) begin
						tx_data <= data_i[7:0];
						uart_status[0] <= 1'b1;
						tx_data_valid <= 1'b1;
					end
				end
			endcase
		end else begin
			tx_data_valid <= 1'b0;
			if(tx_data_ready == 1'b1) begin
				uart_status[0] <= 1'b0;
			end
			if(uart_ctrl[1] == 1'b1) begin
				if(rx_over == 1'b1) begin
					uart_status[1] <= 1'b1;
					uart_rx <= {24'b0, rx_data};
				end
			end
		end
	end
end
always@(*) begin
	if(rst_n == 1'b0) begin
		data_o = 32'b0;
	end else begin
		case(addr_i[7:0])
			UART_CTRL:begin
				data_o = uart_ctrl;
			end
			UART_STATUS: begin
            data_o = uart_status;
         end
         UART_DIV: begin
            data_o = uart_div;
         end
         UART_RXDATA: begin
            data_o = uart_rx;
         end
         default: begin
            data_o = 32'b0;
			end
		endcase
	end
end
always@(posedge clk) begin
	if (rst_n == 1'b0) begin
		state <= S_IDLE;
		cycle <= 16'b0;
		tx_pin <= 1'b0;
		bit_cnt <= 4'b0;
		tx_data_ready <= 1'b0;
	end else begin
		if(state == S_IDLE) begin
			tx_pin <= 1'b1;  
			tx_data_ready <= 1'b0;
			if (tx_data_valid == 1'b1) begin
				state <= S_SEND_BYTE;
				cycle <= 16'b0;
				bit_cnt <= 4'b0;
				tx_pin <= 1'b0;  
			end
		end else begin
			cycle <= cycle + 1'b1;
			if (cycle == uart_div[15:0]) begin
				cycle <= 0;
				case (state)
					S_SEND_BYTE: begin
						bit_cnt <= bit_cnt + 1;
						if (bit_cnt == 4'd8) begin
							tx_pin <= 1'b1;  
							state <= S_STOP;
						end else begin
							tx_pin <= tx_data[bit_cnt];
						end
					end
					S_STOP: begin
						tx_pin <= 1'b1;
						state <= S_IDLE;
						tx_data_ready <= 1'b1;
					end
				endcase
		end	
		end
	end
end
assign rx_negedge = rx_q1 && ~rx_q0;
always@(posedge clk) begin
	if(rst_n == 1'b0) begin
		rx_q1 <= 1'b0;
		rx_q0 <= 1'b0;
	end else begin
		rx_q0 <= rx_pin;
		rx_q1 <= rx_q0;
	end
end
always@(posedge clk) begin
	if (rst_n == 1'b0) begin
		rx_start <= 1'b0;
	end else begin
		if (uart_ctrl[1]) begin
			if (rx_negedge == 1) begin
				rx_start <= 1'b1;
			end else if (rx_clk_edge_cnt == 4'd9) begin
				rx_start <= 1'b0;
			end
		end else begin
			rx_start <= 1'b0;
		end
	end
end
always@(posedge clk) begin
	if(rst_n == 1'b0) begin
		rx_div_cnt <= 16'b0;
	end else begin
		if (rx_start == 1'b1 && rx_clk_edge_cnt == 4'b0) begin
			rx_div_cnt <= rx_div_cnt[15:0] >> 1;  
		end else begin
			rx_div_cnt <= rx_div_cnt[15:0];
		end
	end
end
always@(posedge clk) begin
	if (rst_n == 1'b0) begin
		rx_clk_cnt <= 16'b0;
	end else if (rx_start == 1'b1) begin
		if (rx_clk_cnt == rx_div_cnt) begin
			rx_clk_cnt <= 16'b0;
		end else begin
			rx_clk_cnt <= rx_clk_cnt + 1'b1;
		end
	end else begin
		rx_clk_cnt <= 16'b0;
	end
end
always@(posedge clk) begin
	if (rst_n == 1'b0) begin
		rx_clk_edge_cnt <= 4'b0;
		rx_clk_edge_level <= 1'b0;
	end else if (rx_start == 1'b1) begin
		if (rx_clk_cnt == rx_div_cnt) begin
			if(rx_clk_edge_cnt == 4'd9) begin
				rx_clk_edge_cnt <= 4'b0;
				rx_clk_edge_level <= 1'b0;
			end else begin
				rx_clk_edge_cnt <= rx_clk_edge_cnt + 1'b1;
				rx_clk_edge_level <= 1'b1;
			end
		end else begin
			rx_clk_edge_level <= 1'b0;
		end
	end else begin
		rx_clk_edge_cnt <= 4'b0;
		rx_clk_edge_level <= 1'b0;
	end
end
always@(posedge clk) begin
	if(rst_n == 1'b0) begin
		rx_data <= 8'b0;
		rx_over <= 1'b0;
	end else begin
		if (rx_start == 1'b1) begin
			if (rx_clk_edge_level == 1'b1) begin
				case (rx_clk_edge_cnt)
					1:begin  
					end
					2,3,4,5,6,7,8,9:begin
						rx_data <= rx_data | (rx_pin << (rx_clk_edge_cnt - 2));
						if (rx_clk_edge_cnt == 4'd9) begin
							rx_over <= 1'b1;
						end
					end
					default:begin
					end
				endcase
			end
		end else begin
			rx_data <= 8'b0;
			rx_over <= 1'b0;
		end
	end
end
endmodule
```
`flow/run.sh`:
```
#!/bin/bash
# OpenROAD 26Q1-2900-gdf79404cd8, Yosys 0.63+post, stock flow scripts
make -C /OpenROAD-flow-scripts/flow DESIGN_CONFIG=/design/flow/config.mk WORK_HOME=/design/flow/orfs finish
```
==> out/metrics.yaml <==
status:
  status: "complete, no violations"
detailed_routing:
  remaining_drc_errors: 0
  totalWireLength_um: 15400
  antenna_left: 0
  dr.pass1.iters: 5
  top_layer: "met4"
  wl_per_cell_um: 14.7
  vias: 5478
  m1WireLength_um: 7310
  met2_length_um: 6980
  via_per_inst: 5.23
  drtIter0Drc: 297
  met3WireLength_um: 1020
  n_antenna_cell: 0
layout:
  comb_area_um2: 3280
  seq_area_um2: 2900
  area_growth_syn_to_layout_pct: 23.1
  drive_above_1_share_pct: 6.14
  fill_cells: 1429
cts:
  clk_pin_slew_ps: 50
  clockRootBuffer: "clkbuf_16"
  cts_hold_buf: 0
  cts_setup_buffers: 0
  numCtsBuffers: 17
  clk_path_buf_depth: 2
  clkSinkCount: 141
  insertion_delay_ps: 410
  cts_tree: "built"
  htreeDepth: 4
  cts.repair.resized: 0
timing:
  fmaxAchievable_ghz: 0.179
  skew_ps: 5.78
  slew_viol_final: 0
  slew_headroom_pct: 49.0
  period_used_pct: 84.5
  min_period_ps: 5580
  hold_violations: 0
  report.final.setup_viol: 0
  rsz0062_at_grt: "no"
  tightest_slew_ps: 763
  tns_ps: 0
floorplan:
  chip_area_um2: 16700
  core_area_um2: 15800
  core.rowCount: 46
  fp.dieH_um: 129
  die_x_um: 129
  ios: 101
  fp-utilization_pct: 40.9
logic_synthesis:
  ys_warn_count: 1
  ys_types: 53
  synth-edff-count: 8
  synthFlopType: "dfxtp_1"
  yosysChipArea_um2: 6470
  syn-instance-count: 764
  postSynthSeqShare_pct: 44.9
  synth_area_um2: 6470
  async_reset_ff_share_pct: 0
  ys_cells: 764
  synth.avg_cell_area_um2: 8.46
  ys_seq_elements: 141
worst_hold_path:
  holdCritPathClass: "register to register"
  min-delay-start: "uart_div[28]$_SDFFE_PN0P_"
setup_path:
  crit_path_frequent_cell: "clkdlybuf4s50_1"
  slowest_stage: "or4_1"
  arrival_ps: 4260
  crit_required_ps: 5280
  path_cells: "clkdlybuf4s50_1, or4_1, nor4_2, buf_4, a22oi_1, nor2_1, clkdlybuf4s50_1"
  crit_path_end_kind: "output pin"
  critPathBufInv: 3
  crit_type: "primary input to output pin"
  cp-start-kind: "primary input"
  rr_startpoint: "cycle[2]$_SDFFE_PN0P_"
  critPathMaxFanout: 23
  startpoint: "addr_i[5]"
  worst_path_largest_cell_delay_ps: 680
  path_delay_family: "simple AND/OR/NAND/NOR gates"
power:
  powerDensity_nw_per_um2: 234
  total_power_uw: 1870
  p_leak_uw: 0.00272
  ir_drop_v: 0.000182
global_route:
  grt_start_max_net_pins: 90
  grt_pass1_vias: 5076
  grt_pass1_wl_um: 25500
  track_usage_pct: 19.8
  antenna_found_initial: 0
  grt-ovfl-total: 0
job:
  maxCapViolCount: 0
  openroad.warnings: 52
placed_design:
  io_buffers: 76
  gp_routability_congestion: 0.823
  dpl.hpwl_um: 10300
cell usage after synthesis (3+ instances only):
| master | instances | share of area [%] |
|---|---|---|
| a21boi_0 | 7 | 0.81 |
| a21boi_1 | 55 | 6.4 |
| a21oi_1 | 18 | 1.4 |
| a22oi_1 | 30 | 3.5 |
| a31oi_1 | 14 | 1.4 |
| and2_1 | 6 | 0.58 |
| and3_1 | 10 | 0.97 |
| and4_1 | 4 | 0.54 |
| buf_2 | 13 | 1.0 |
| buf_4 | 3 | 0.35 |
| clkbuf_1 | 35 | 2.0 |
| dfxtp_1 | 133 | 41 |
| edfxtp_1 | 8 | 3.7 |
| ha_1 | 7 | 1.4 |
| inv_1 | 20 | 1.2 |
| mux2i_1 | 16 | 2.5 |
| nand2_1 | 166 | 9.6 |
| nand3_1 | 25 | 1.9 |
| nand3b_1 | 5 | 0.58 |
| nand4_1 | 12 | 1.2 |
| nor2_1 | 59 | 3.4 |
| nor2b_1 | 14 | 1.4 |
| nor3_1 | 5 | 0.39 |
| nor4_1 | 8 | 0.77 |
| o211a_1 | 3 | 0.46 |
| o211ai_1 | 3 | 0.35 |
| o21ai_0 | 12 | 0.93 |
| o22ai_1 | 4 | 0.39 |
| or3_1 | 4 | 0.39 |
| xnor2_1 | 10 | 1.4 |
| xor2_1 | 25 | 3.4 |
placed cells by master (no fill, tap or decap), types with 6 or more instances in the layout:
master | Yosys | routed
o21ai_0 | 12 | 12
ha_1 | 7 | 7
a22oi_1 | 30 | 30
nand4_1 | 12 | 12
edfxtp_1 | 8 | 8
xnor2_1 | 10 | 10
and2_1 | 6 | 6
a21oi_1 | 18 | 18
nor2b_1 | 14 | 14
buf_4 | 3 | 9
dfxtp_1 | 133 | 133
a31oi_1 | 14 | 14
nor2_1 | 59 | 59
nand3_1 | 25 | 25
xor2_1 | 25 | 25
inv_1 | 20 | 20
a21boi_0 | 7 | 7
clkbuf_16 | 0 | 17
clkdlybuf4s50_1 | 0 | 75
mux2i_1 | 16 | 16
a21boi_1 | 55 | 55
and3_1 | 10 | 10
nand2_1 | 166 | 166
nor4_1 | 8 | 7
layer usage:
metal | track usage, % | up-vias
met3 | 5.85 | 10
met2 | 30.2 | 125
li1 | - | 2763
met1 | 29.8 | 2580
met5 | 0 | -
met4 | 1.73 | 0
final cells by class:
| type | count | area share [%] |
|---|---|---|
| Multi-Input combinational cell | 552 | 41.1 |
| Sequential cell | 141 | 36.5 |
| Timing Repair Buffer | 86 | 10.6 |
| Clock buffer | 22 | 6.08 |
| Tap cell | 216 | 3.39 |
| Clock inverter | 10 | 1.40 |
| Inverter | 20 | 0.943 |
stage by stage:
stage | hold WS, ps | cells | setup WS [ps] | utilization, % | cell area [um2]
finish | 448 | 1047 | 1020 | 50.3 | 7960
global route | 465 | 1047 | 879 | 50.3 | 7960
CTS | 452 | 1047 | 1010 | 50.3 | 7960
detailed placement | 445 | 1015 | 1020 | 46.5 | 7370
global placement | 437 | 1015 | 1010 | 46.5 | 7370
floorplan | 430 | 764 | 2480 | - | 6470
flip-flops by register name (all words and copies together), names as in the netlist, 2 cells and up:
name,flops
uart_ctrl,32
rx_data,8
uart_div,32
rx_clk_cnt,16
state,3
uart_rx,8
cycle,16
uart_status,2
bit_cnt,4
tx_data,8
rx_clk_edge_cnt,4
kinds of logic (layout without fill, tap and decap cells):
| kind of cell | count (synthesis) | count (layout) | share of synthesized area (%) |
|---|---|---|---|
| simple gates | 331 | 331 | 23.7 |
| compound gates | 161 | 161 | 17.6 |
| flops | 141 | 141 | 44.9 |
| buf+inv | 71 | 138 | 4.55 |
| xor+xnor | 35 | 35 | 4.74 |
| mux | 18 | 18 | 3.17 |
| fa+ha+maj | 7 | 7 | 1.35 |
report_power, final:
| group | leakage (uW) | switching, uW | total, uW | internal (uW) |
|---|---|---|---|---|
| clock | 0.000296 | 350 | 945 | 595 |
| sequential | 0.00114 | 0.828 | 861 | 860 |
| combinational | 0.00128 | 26.2 | 60.1 | 33.9 |
| total | 0.00272 | 377 | 1870 | 1490 |
final timing paths:
check                              end  depth (start not counted)  slack (ps)
min          uart_div[28]$_SDFFE_PN0P_                          2         450
min reg2reg  uart_div[28]$_SDFFE_PN0P_                          2         450
max reg2reg    bit_cnt[0]$_SDFFE_PN0P_                          6        4670
max                          data_o[8]                          7        1020
worst min-delay path: stages, from the launching register on:
cell	delay (ps)
dfxtp_1	300
nand2_1	50
a21boi_1	50
No activity file was given, so power comes from the tool's default toggle rates.
